==> flow/design.v <==
`timescale 1ns / 1ps
module ControlUnit (
    input [4:0] Inst,          
    output reg Branch,        
    output reg MemRead,       
    output reg MemtoReg,      
    output reg [1:0] ALUOp,   
    output reg MemWrite,      
    output reg ALUSrc,        
    output reg RegWrite       
);
always @(*) begin
    Branch = 0;
    MemRead = 0;
    MemtoReg = 0;
    ALUOp = 2'b00;            
    MemWrite = 0;
    ALUSrc = 0;
    RegWrite = 0;
    case (Inst)
        5'b01100: begin  
            Branch = 0;
            MemRead = 0;
            MemtoReg = 0;
            ALUOp = 2'b10;   
            MemWrite = 0;
            ALUSrc = 0;
            RegWrite = 1;    
        end
        5'b00000: begin  
            Branch = 0;
            MemRead = 1;
            MemtoReg = 1;    
            ALUOp = 2'b00;   
            MemWrite = 0;
            ALUSrc = 1;     
            RegWrite = 1;    
        end
        5'b01000: begin  
            Branch = 0;
            MemRead = 0;
            MemtoReg = 1'bx;   
            ALUOp = 2'b00;  
            MemWrite = 1;    
            ALUSrc = 1;     
            RegWrite = 0;    
        end
        5'b11000: begin  
            Branch = 1;  
            MemRead = 0;
            MemtoReg = 1'bx;    
            ALUOp = 2'b01;   
            MemWrite = 0;
            ALUSrc = 0;      
            RegWrite = 0;   
        end
        default: begin
            Branch = 0;
            MemRead = 0;
            MemtoReg = 0;
            ALUOp = 2'b00;
            MemWrite = 0;
            ALUSrc = 0;
            RegWrite = 0;
        end
    endcase
end
endmodule
==> flow/run.sh <==
#!/bin/bash
# OpenROAD 26Q1-2900-gdf79404cd8, Yosys 0.63+post, stock flow scripts
make -C /OpenROAD-flow-scripts/flow DESIGN_CONFIG=/design/flow/config.mk WORK_HOME=/design/flow/orfs finish
==> flow/config.mk <==
export PLATFORM = sky130hd
export DESIGN_NAME = ControlUnit
export DESIGN_NICKNAME = ControlUnit
export VERILOG_FILES = /design/flow/design.v
export SDC_FILE = /design/flow/constraint.sdc
export NUM_CORES = 4
export LEC_CHECK = 1
export CORE_AREA = 10 10 70 70
export DIE_AREA = 0 0 80 80
==> flow/constraint.sdc <==
current_design ControlUnit

set clk_period 1.7
set clk_io_pct 0.2

create_clock -name clk0 -period $clk_period

set non_clock_inputs [all_inputs -no_clocks]
set_input_delay [expr $clk_period * $clk_io_pct] -clock clk0 $non_clock_inputs
set_output_delay [expr $clk_period * $clk_io_pct] -clock clk0 [all_outputs]
==> job_summary.md <==
### Flow metrics

| Metric | Value |
|---|---|
| Outcome | complete, no violations |
| Slew HR | 0.836 |
| CP Data Arrival Time | 1.30 ns |
| Clk_buf instances | 0 |
| Largest net degree at the start of global routing | 6 |
| Total GRT Usage | 0.0159 |
| Number of port buffers | 13 |
| Ratio of cells with drive above 1 in the final layout | 0.269 |
| Tcrit/Tclk final | 0.962 |
| Tool warnings | 32 |
| Initial antenna violation count | 0 |
| Flip-flops | 0 |
| Cell with the most instances after synthesis | nor4_1 |
| Internal power | 0.0181 mW |
| CP startpoint kind | input pin |
| Largest area contributor in the netlist | nor4_1 |
| Power share of the clock group | 0 |
| Seq pwr share | 0 |
| Area growth, synth to finish | 216% |
| Via count | between 100 and 150 |
| Setup_tns | 0 ns |
| PwrDens | roughly 130 nW/um^2 |
| Crit path max fanout | 4 |
| Global route total overflow | 0 |
| Global-route wire length before repair | 793 um |
| Die Height | 80 um |
| Mapped Area | 83.8 um^2 |
| Core Util at FP | 0.0245 |
| ANT nets after route | 0 |
| Post-synth area from yosys stat | around 84 um^2 |
| Leakage | about 0.12 nW |
| Die area | between 6000 and 7000 um^2 |
| Hold/Removal Path Class | in2out |
| Slew @ Worst Pin | around 0.24 ns |
| Fmax achieved | 612 MHz |
| Crit Path Class | in2out |
| Drt pass-1 iters | 2 |
| Switching Share | 0.457 |
| Sequential area share after synthesis | 0 |
| Die X | ~80 um |
| I/O pin count | 13 |
| Flop area | 0 um^2 |
| Setup slack after layout | about 0.065 ns |
| Ys Warns | 1 |
| Synthesized instance count | 11 |
| Total core area | ~3400 um^2 |
| Comb pwr share | 1.000 |
| Detailed-route DRC error count | 0 |
| Vias per inst | approximately 2 |
| Top cell area share | 0.299 |
| Hold Vio Cnt, Final | 0 |
| Placed Cells | 72 |
| Slew Limit Fails | 0 |
| Number of global-route vias before repair | between 100 and 150 |
| Synth area leaders | nor4_1 30%, nor4_4 25%, xor2_1 10% |
| Non-Filler Instances | 72 |
| Post-Place Worst Slack | -0.467 ns |
| WL per Instance | 7.50 um |
| Drt initial violations | 4 |
| WHS Path Cells | 3 |
| Unique cell types | 7 |
| Yosys cell count | 11 |
| Max VDD drop | 0.0250 mV |
| Critical path capture point type | output port |
| Placement Rows | 21 |
| Setup violators final | 0 |
| Final Critical Period | approximately 1.6 ns |
| Sw Pwr | between 0.015 and 0.02 mW |
| Average size of a mapped cell | approximately 7.6 um^2 |
| Commonest cells in the synthesized netlist | 4 x nor4_1, 2 x nand2_1 |
| Antenna Cells | 0 |
| Max cap viols | 0 |
| Worst Path Required | about 1.4 ns |
| GP Congestion | around 0.71 |
| Unrepaired setup endpoints after global routing | no |
| Final WL | between 500 and 600 um |
## area by class of cell
cell class	instances	area, um^2
timing repair buffer	16	131
multi-input combinational	10	76.3
tap	46	57.6
fill	413	3150
## cell families (layout without fill, tap and decap cells)
kind of cell              after synthesis  after routing  share of synthesized area
xor gates and xnor gates                1              1                      0.104
buffers and inverters                   1             16                     0.0896
and+or+nand+nor                         9              9                      0.806
## power groups by stage
stage         sequential, mW  combinational, mW  clock (mW)
finish                     0             0.0334           0
global route               0             0.0369           0
CTS                        0             0.0337           0
## repair_timing
| item | CTS | global route |
|---|---|---|
| setup buffers | 1 | 0 |
| setup endpoints to repair | 8 | 0 |
| hold buffers | 0 | 0 |
| gates resized | 24 | 0 |
## worst max-delay path, stage by stage
cell and delay [ns]:
buf_4 0.13, nor4_4 0.30, clkdlybuf4s50_1 0.51
## cells in the final DEF (no fill, tap or decap), drive strengths merged
master / Yosys / routed
dlygate4sd2: 0 / 7
buf: 1 / 6
nor4: 5 / 5
nand2: 2 / 2
clkdlybuf4s15: 0 / 2
and2b: 1 / 1
and2: 1 / 1
xor2: 1 / 1
clkdlybuf4s50: 0 / 1
## metrics by stage
stage / hold slack, ns / power, mW / instance area, um^2 / utilization
floorplan: 0.695 / 0.00624 / 83.8 / -
global placement: 1.69 / 0.0385 / 287 / 0.0839
detailed placement: 1.69 / 0.0396 / 287 / 0.0839
CTS: 1.09 / 0.0337 / 265 / 0.0777
global route: 1.11 / 0.0369 / 265 / 0.0777
finish: 1.09 / 0.0334 / 265 / 0.0777
## path summary, 6_finish.rpt
path / to / slack [ns] / from
worst min-delay path: RegWrite / 1.09 / Inst[4]
worst max-delay path: ALUSrc / 0.06 / Inst[4]
## per-layer routing
layer / part of all wire / routed length [um] / track usage
met5: 0 / 0 / 0
met3: 0.20 / 109 / 0.0102
met4: 0 / 0 / 0
met2: 0.40 / 217 / 0.0233
met1: 0.39 / 213 / 0.0204
Power is estimated from default activity; no workload was simulated.
