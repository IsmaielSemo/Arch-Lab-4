`./design.v`:
```
`timescale 1ns / 1ps
module FA(
    input a, b, cin,
    output sum, cout
);
    assign {cout, sum} = a + b + cin;
endmodule
module exp3_signed_Add #(parameter N=32) (
    input clk,
    input [N-1:0] a, b,
    output [N-1:0] out,
    output co
);
    wire [N:0] cout;        
    wire [N-1:0] a_neg, b_neg;
    wire sign_out;
    wire overflow;
    assign cout[0] = 1'b0;
    assign sign_out = (a[N-2:0] > b[N-2:0] && a[N-1]==1 && b[N-1]==0)? 1:
            (b[N-2:0] > a[N-2:0] && b[N-1]==1 && a[N-1]==0)? 1:
            (a[N-1] == 1 && b[N-1]==1)? 1:0;
    genvar i;
    generate
        for (i = 0; i <= N-2; i = i + 1) begin
            FA fa(a[i], b[i], cout[i], out[i], cout[i+1]);
        end
    endgenerate
    assign out[N-1] = sign_out;  
    assign co = cout[N-1];
endmodule
module mux16x1 #(parameter N=32)(
    input [N-1:0] AND,OR,ADD,SUB,  
    input [3:0] sel,        
    output reg [N-1:0]  out          
);
always @(*) begin
    case(sel)
        4'b0000: out = AND;
        4'b0001: out = OR;
        4'b0010: out = ADD;
        4'b0110: out = SUB;     
        default: out = N-1'b0;   
    endcase
end
endmodule
module mux2x1(
input a,b,sel, 
output out
);
assign out = (sel==1)? a:b;
endmodule
module Nbit_2x1mux #(parameter N=32)(
input [N-1:0] a,b,
input sel,
output [N-1:0] out
    );
    genvar i;
    generate 
    for(i=0;i<N;i=i+1)begin 
        mux2x1 mux(a[i],b[i], sel, out[i] );
    end
  endgenerate
endmodule
`timescale 1ns / 1ps
module NBitALU_ZeroFlag #(parameter N = 32)(
input clk,
input [N-1:0] A,
input [N-1:0] B,
input  [3:0] sel,
output  [N-1:0] result ,
output  zero_flag
);
wire [N-1:0] Bf;
Nbit_2x1mux#(32) mux(~B+1,B,sel[2],Bf);
wire [N-1:0] ADD_SUB ;
wire cout;
exp3_signed_Add #(32) adder( clk, A, Bf, ADD_SUB, cout);
wire [N-1:0] AND;
assign AND = A&B;
wire [N-1:0] OR;
assign OR = A | B;
mux16x1 #(32) mux6(AND,OR,ADD_SUB,ADD_SUB,sel,result);
assign zero_flag = (result == 0)?1'b1: 1'b0;
endmodule
```
`./run.sh`:
```
#!/bin/bash
# OpenROAD 26Q1-2900-gdf79404cd8, Yosys 0.63+post, stock flow scripts
make -C /OpenROAD-flow-scripts/flow DESIGN_CONFIG=/design/flow/config.mk WORK_HOME=/design/flow/orfs finish
```
`./config.mk`:
```
export PLATFORM = sky130hd
export DESIGN_NAME = NBitALU_ZeroFlag
export DESIGN_NICKNAME = NBitALU_ZeroFlag
export VERILOG_FILES = /design/flow/design.v
export SDC_FILE = /design/flow/constraint.sdc
export NUM_CORES = 4
export LEC_CHECK = 1
export CORE_UTILIZATION = 30
```
`./constraint.sdc`:
```
current_design NBitALU_ZeroFlag

set clk_period 37.5
set clk_io_pct 0.2

create_clock -name clk0 -period $clk_period

set non_clock_inputs [all_inputs -no_clocks]
set_input_delay [expr $clk_period * $clk_io_pct] -clock clk0 $non_clock_inputs
set_output_delay [expr $clk_period * $clk_io_pct] -clock clk0 [all_outputs]
```
==> GITHUB_STEP_SUMMARY <==
## PnR job results

| Metric | Value |
|---|---|
| Full die area | `0.0101 mm^2` |
| Max IR drop VDD | `0.00510 mV` |
| Yosys cell types | `53` |
| Mux area share | `0.00729` |
| Area grow syn2layout | `39.8%` |
| First-pass GRT wire length | `14100 um` |
| Iter 0 DRT Violations | `75` |
| RSZ-0062 raised after global routing | `no` |
| Slew headroom | `0.549` |
| Tool Warnings | `35` |
| Largest stage delay on the critical path | `0.54 ns` |
| Yosys stat area | `0.00292 mm^2` |
| Hold-fix buffers, CTS | `0` |
| Overflow after GRT | `0` |
| Port Buffers | `101` |
| Core area | `0.00933 mm^2` |
| Worst-path fanout max | `4` |
| Vias in the first global route | `2745` |
| Setup violators final | `0` |
| Main logic family | `adder cells` |
| Max Freq | `33.3 MHz` |
| Remaining antenna violation count after routing | `0` |
| Setup ws final | `7.45 ns` |
| Final hold violations | `0` |
| Crit path time final | `30.05 ns` |
| Crit path DAT | `22.55 ns` |
| Seq/Total Area, Yosys | `0` |
| Average size of a mapped cell | `8.58 um^2` |
| Final hold slack | `16.22 ns` |
| Via count | `2871` |
| Flop count | `0` |
| DP Worst Slack | `7.40 ns` |
| Area of the mapped netlist | `0.00292 mm^2` |
| Cell count along the critical path | `42` |
| Most common logic cell in the routed design | `clkdlybuf4s50_1` |
| Main area contributors | `fa_1, ha_1, maj3_1` |
| Startpoint types | `primary input` |
| Maxcap violations | `0` |
| Die W | `101 um` |
| Global-route usage over all layers | `0.182` |
| DR vias/cell | `5.13` |
| # IOs | `102` |
| # Cells Yosys | `340` |
| Top area contributor share | `0.199` |
| Clock buffers | `0` |
| Status | `completed` |
| Post-Synth XOR/XNOR Area | `0.101` |
| Simple Share, Synth | `0.145` |
| Fin. max-slew vios | `0` |
| Most frequent cells in the layout | `clkdlybuf4s50_1, inv_1, ha_1, maj3_1, fa_1` |
| Final cycle utilization of the critical path | `0.801` |
| Hold crit path type | `primary input to output port` |
| GP Congestion | `0.875` |
| Leak Pwr | `1.61 nW` |
| Chip height | `101 um` |
| Most frequent CP cell | `fa_1` |
| Largest net degree at the start of global routing | `37` |
| WL/cell | `15.5 um` |
| Pwr per Cell Area | `13.7 mW/mm^2` |
| Hold path cells | `4` |
| Diodes inserted | `0` |
| TNS Setup | `0 ns` |
| Critical Path Slowest Stage Cell | `clkdlybuf4s50_1` |
| Post-CTS Setup Bufs | `0` |
| Post-synthesis cell count | `340` |
| Site Rows | `35` |
| Routed WL | `8660 um` |
| Placed Cells | `560` |
| Final core occ | `0.437` |
| Initial antenna violation count | `0` |
| Post_cts resized | `0` |
| WP buf/inv | `5` |
| DRC errors left | `0` |
| Register Area | `0 um^2` |
| DP Wirelength | `7170 um` |
| Ao+oa area frac | `0.227` |
| Yosys warns | `1` |
| Worst Setup Path Type | `primary input to output port` |
| FP Util | `0.313` |
| Pin slew with the least headroom to its limit | `0.671 ns` |
| CP required | `30.00 ns` |
| Finished Layout Cells | `560` |
| Pre-Repair DR Iteration Count | `6` |
| Layout cells sized above 1 | `0.0371` |
| Area leader, netlist | `fa_1` |
| Worst path top cell family by delay | `adder cells` |
| Critical Path End Type | `output port` |
| Adder share | `0.448` |
==> cells in the mapped netlist, types with 4 or more instances <==
| master | n |
|---|---|
| o21ai_0 | 16 |
| nand4_1 | 5 |
| a22o_1 | 25 |
| or4_1 | 4 |
| clkbuf_1 | 12 |
| nor3_1 | 5 |
| o31a_1 | 4 |
| maj3_1 | 30 |
| ha_1 | 34 |
| fa_1 | 29 |
| nor2_1 | 4 |
| inv_1 | 42 |
| xor2_1 | 6 |
| nor4_1 | 6 |
| xnor2_1 | 25 |
| nand2_1 | 21 |
| a21oi_1 | 12 |
| o31ai_1 | 7 |
==> routing by layer <==
metal | wire length [um] | part of all wire | global-route usage
met5 | 0 | 0 | 0
met1 | 4260 | 0.49 | 0.291
met4 | 96 | 0.011 | 0.0167
met2 | 3770 | 0.44 | 0.281
met3 | 538 | 0.062 | 0.0176
==> tightest hold or removal path: cells and delay by family <==
family | cells | cell delay, ns
buffers and inverters | 2 | 0.94
AND-OR/OR-AND | 2 | 0.29
==> power by group <==
| group | switching (mW) | internal (mW) | total (mW) |
|---|---|---|---|
| clock | 0 | 0 | 0 |
| combinational | 0.0262 | 0.0296 | 0.0558 |
| sequential | 0 | 0 | 0 |
| total | 0.0262 | 0.0296 | 0.0558 |
==> worst paths after layout <==
| check | from | end |
|---|---|---|
| min | A[31] | zero_flag |
| max | B[0] | zero_flag |
==> area by class of cell <==
type	count	area (um^2)
tap	129	161
fill	913	5250
timing repair buffer	105	1040
multi-input combinational	284	2720
inverter	42	158
==> cells by family after synthesis <==
family,after synthesis
compound gates,87
xor+xnor,32
fa+ha+maj,93
buf+inv,56
mux,2
simple gates,70
==> through the flow <==
stage | total power [mW] | instance area (um^2)
3_5_place_dp | 0.0563 | 4080
6_report | 0.0558 | 4080
3_3_place_gp | 0.0556 | 4080
5_1_grt | 0.0637 | 4080
4_1_cts | 0.0565 | 4080
2_1_floorplan | 0.0319 | 2920
Power is estimated from default activity; no workload was simulated.
