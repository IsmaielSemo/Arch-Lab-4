==> /design/flow/design.v <==
`timescale 1ns / 1ps
module Register_Reset (
    input clk,                
    input reset,              
    input RegWrite,           
    input [4:0] read_addr1,   
    input [4:0] read_addr2,  
    input [4:0] write_addr,  
    input [31:0] write_data,  
    output [31:0] read_data1, 
    output [31:0] read_data2  
);
    reg [31:0] regFile [31:0]; 
    assign read_data1 = regFile[read_addr1];
    assign read_data2 = regFile[read_addr2];
     integer i;
    always @(posedge clk or posedge reset) begin
        if (reset) begin
            for (i = 0; i < 32; i = i + 1) begin
                regFile[i] = 32'b0;
            end
        end
        else if (RegWrite) begin
            regFile[write_addr] = write_data;
        end
    end
endmodule
==> /design/flow/run.sh <==
#!/bin/bash
# OpenROAD 26Q1-2900-gdf79404cd8, Yosys 0.63+post, stock flow scripts
make -C /OpenROAD-flow-scripts/flow DESIGN_CONFIG=/design/flow/config.mk WORK_HOME=/design/flow/orfs finish
==> /design/flow/config.mk <==
export PLATFORM = sky130hd
export DESIGN_NAME = Register_Reset
export DESIGN_NICKNAME = Register_Reset
export VERILOG_FILES = /design/flow/design.v
export SDC_FILE = /design/flow/constraint.sdc
export NUM_CORES = 4
export LEC_CHECK = 1
export CORE_UTILIZATION = 40
==> /design/flow/constraint.sdc <==
current_design Register_Reset

set clk_period 8.7
set clk_io_pct 0.2

create_clock -name clk0 -period $clk_period [get_ports {clk}]

set non_clock_inputs [all_inputs -no_clocks]
set_input_delay [expr $clk_period * $clk_io_pct] -clock clk0 $non_clock_inputs
set_output_delay [expr $clk_period * $clk_io_pct] -clock clk0 [all_outputs]
==> run notes <==
On the backend side, the flow ran end to end.

The static leakage stands at between 20 and 30 nW. The critical path is of the input port to primary output type. The yosys synthesis warning count stands at 2. The pin count of the biggest net entering global routing stands at 120. The congestion estimate from routability-driven global placement came to 1.08. The synthesized design contains about 1000 register bits. The detail route stage leaves a number of antenna-violating nets equal to 0. Walking the worst path, the cells encountered are clkdlybuf4s50_1 > buf_4 > nand2b_2 > nor2_4 > buf_4 > a22oi_1 > nand2_1 > nor4_1 > a21oi_1 > clkdlybuf4s50_1.

The via count of the first global-routing pass was approximately 44000. The clock tree has to reach 1024 sinks. The top-level I/O count stands at between 100 and 150. Clock tree synthesis selected as its root buffer the cell sky130_fd_sc_hd__clkbuf_16.

The worst path required time stands at just under 7 ns. The final power report lists total power as about 0.014 W. The share of final-layout standard cells stronger than drive strength 1 stands at 0.347. The number of buffers between clock root and the deepest sink stands at 3. The timing-limited maximum frequency stands at approximately 130 MHz. The flow ran to the end, and the final reports show no timing, DRC or antenna violations. The slew check shows that the tightest pin keeps a relative margin of 0.318. After layout, the setup clock skew is reported as 0 ns.

The worst setup path is captured at a primary output. According to the floorplan report, the die height is ~360 um. The actual slew at the worst max-slew pin stands at 1.02 ns. After clock tree synthesis, the repair step resized 0 gates. Of the available clock period, the critical path in the final layout requires 0.881. The worst path needs around 7.7 ns of the cycle, external delays included. Looking at the cell usage after synthesis, the top flip-flop cell is sky130_fd_sc_hd__dfrtp_1.

The post-CTS setup-driven buffer insertion count stands at 0. The total half-perimeter wirelength after legalization and detailed placement stands at between 150000 and 200000 um. For this configuration, the core starts out at a cell density of 0.405. The total number of vias stands at around 45000. Global routing finished with a remaining overflow of 0.

The synthesized netlist contains slightly below 60 unique library cells. The average instance in the mapped netlist occupies approximately 12 um^2. The number of buffers added by the clock tree synthesis step stands at 113. Pins over their slew limit in the final report were tallied at 0. The initial antenna violation count came to 14. STA classifies the critical path startpoint as an input port.

The arrival time of data at the worst endpoint is listed as 5.92 ns. The area of the mapped netlist stands at 51200 um^2. The count of tool warnings stands at 51.

The area inside the core boundary stands at roughly 130000 um^2. The post-detailed-route via-to-cell ratio stands at a little over 7. The iteration count of the initial detailed-routing pass stands at 13. The worst slack after detailed placement stands at about 1.4 ns.

For this design, Yosys synthesis ends with a cell count of 4376. In this run the worst hold path is classified as register to register. The row count stands at approximately 130. The count of library flops with an enable pin stands at 0. The largest driver fanout on the critical path stands at 15. Counting flops with an async set or reset pin after synthesis yields a share of 1.00.

The CTS clock-pin slew for the worst setup and hold paths stands at roughly 0.060 ns. TritonCTS built the clock tree. From synthesis to final layout, the design area changed by 15.3%. Yosys reports a chip area of between 50000 and 60000 um^2. The final layout report lists a filler cell count of 11300. Broken down by cell family, the worst path's largest delay share belongs to buffers and inverters.

The total wire length after detailed routing stands at 262000 um. Per the final timing report, the hold violations number 0. In the global route stage, overall resource usage came out at 0.418. In this run, post-CTS hold repair placed 0 buffers. The area of the die stands at between 100000 and 150000 um^2. The clock latency of the later-clocked register in the worst-skew pair stands at slightly above 0.7 ns. The post-route worst setup slack stands at ~1.0 ns. In the final report, the number of endpoints failing setup comes to 0. Looking at the VDD voltage map, the peak drop is about 0.16 mV. The die is around 360 um wide. The register with the most flip-flops in the layout has a little over 1000 of them. The longest individual stage delay on the worst path stands at approximately 0.77 ns. Per the log, the first TritonRoute iteration ended with a DRC count of around 6200. The synthesized instance count is around 4400. The total power density per cell area stands at 231 nW/um^2. In this run the maximum-capacitance check reported violations numbering 0. Looking at the critical path, the single cell with the biggest stage delay is sky130_fd_sc_hd__clkdlybuf4s50_1.

The H-tree generated during clock tree synthesis spans 3 levels. In the final routed layout, each cell accounts on average for 42.4 um. The post-synthesis sequential area ratio stands at 0.500.

The count of unresolved DRC violations after routing stands at 0. The first-pass GRT wire length stands at 360000 um. The buffer-and-inverter tally for the worst setup path stands at 4. Per the placement log, port buffering inserted 113 buffers.

Setup repair after global routing left no endpoint under its margin.
-- synth_stat cells (all sizes together) (3+ instances only) --
library cell     n  share of area
a2111oi          7         0.0012
a211oi          11         0.0016
a21oi           87         0.0085
a221o            6         0.0012
a221oi          25         0.0043
a222oi          26         0.0051
a22o            38         0.0065
a22oi          800           0.12
a31oi            6        0.00073
a32o             4        0.00078
a32oi            8         0.0014
and2             7        0.00085
and3            10         0.0012
and4             5        0.00085
buf            268          0.027
clkbuf         159          0.012
dfrtp         1024           0.50
inv              4        0.00029
mux2          1027           0.23
mux2i           19         0.0037
nand2          264          0.019
nand2b          17         0.0021
nand3           67         0.0065
nand3b          11         0.0016
nand4          100          0.012
nand4b           4        0.00068
nor2           186          0.015
nor2b           15         0.0018
nor3            54         0.0055
nor3b            3        0.00044
nor4            45         0.0055
nor4b            3        0.00051
o211ai           5        0.00073
o21ai           20         0.0020
o22a             9         0.0015
o31ai            3        0.00044
or2              3        0.00037
or3             10         0.0012
or3b             5        0.00090
or4              3        0.00044
-- cell usage in the layout (no fill, tap or decap), types with 7 or more instances in the layout --
master,n
sky130_fd_sc_hd__clkbuf_1,18
sky130_fd_sc_hd__nand2_2,14
sky130_fd_sc_hd__a32oi_1,8
sky130_fd_sc_hd__mux2_1,8
sky130_fd_sc_hd__diode_2,15
sky130_fd_sc_hd__clkbuf_8,34
sky130_fd_sc_hd__a222oi_1,26
sky130_fd_sc_hd__and3_1,10
sky130_fd_sc_hd__nand2b_1,15
sky130_fd_sc_hd__nor2_1,116
sky130_fd_sc_hd__and2_1,7
sky130_fd_sc_hd__nand4_1,100
sky130_fd_sc_hd__nor2_4,70
sky130_fd_sc_hd__nor2b_1,15
sky130_fd_sc_hd__nand3b_1,11
sky130_fd_sc_hd__a211oi_1,11
sky130_fd_sc_hd__clkdlybuf4s50_1,105
sky130_fd_sc_hd__o22a_1,9
sky130_fd_sc_hd__clkinvlp_4,8
sky130_fd_sc_hd__buf_2,8
sky130_fd_sc_hd__buf_12,23
sky130_fd_sc_hd__o21ai_0,20
sky130_fd_sc_hd__a22oi_1,800
sky130_fd_sc_hd__clkbuf_16,114
sky130_fd_sc_hd__a221oi_1,25
sky130_fd_sc_hd__or3_1,8
sky130_fd_sc_hd__dfrtp_1,1024
sky130_fd_sc_hd__nand3_1,63
sky130_fd_sc_hd__mux2_2,1019
sky130_fd_sc_hd__a22o_1,38
sky130_fd_sc_hd__mux2i_1,19
sky130_fd_sc_hd__nor4_1,45
sky130_fd_sc_hd__bufinv_16,10
sky130_fd_sc_hd__a21oi_1,87
sky130_fd_sc_hd__a2111oi_0,7
sky130_fd_sc_hd__clkinv_2,20
sky130_fd_sc_hd__nor3_1,49
sky130_fd_sc_hd__nand2_1,249
sky130_fd_sc_hd__buf_4,220
-- kinds of logic (layout without fill, tap and decap cells) --
| kind of cell | after synthesis | count (layout) | synth area share |
|---|---|---|---|
| flops | 1024 | 1024 | 0.500 |
| compound gates | 1060 | 1060 | 0.154 |
| simple gates | 814 | 814 | 0.0775 |
| other cells | 0 | 15 | 0 |
| mux | 1047 | 1047 | 0.230 |
| buf+inv | 431 | 570 | 0.0387 |
-- final timing paths --
check	start	cells past startpoint	endpoint	slack, ns
max	read_addr2[3]	10	read_data2[30]	1.04
min reg2reg	regFile[11][21]	1	regFile[11][21]	0.53
max in group asynchronous	reset	5	regFile[30][18]	5.11
max reg2reg	regFile[4][18]	1	regFile[4][18]	7.77
min in group asynchronous	reset	3	regFile[29][23]	1.61
min	regFile[11][21]	1	regFile[11][21]	0.53
-- through the flow --
step                      instance area [um^2]  std cells  setup TNS (ns)   util  hold WS, ns
final                                    59100       6180               0  0.467        0.534
after global placement                   55100       5955               0  0.436        0.513
after global routing                     59000       6166               0  0.467        0.547
after detailed placement                 55100       5955               0  0.436        0.514
after CTS                                59000       6165               0  0.467        0.532
after floorplan                          51200       4376        -7325.63      -        0.482
-- area by class of cell --
| class | count | area (um^2) | share of cell area |
|---|---|---|---|
| inverter | 4 | 18.8 | 0.000318 |
| multi-input combinational | 2921 | 24200 | 0.410 |
| sequential | 1024 | 25600 | 0.434 |
| clock buffer | 166 | 3390 | 0.0574 |
| antenna | 15 | 37.5 | 0.000635 |
| clock inverter | 44 | 524 | 0.00887 |
| tap | 1650 | 2060 | 0.0349 |
| timing repair buffer | 356 | 3200 | 0.0542 |
-- power breakdown --
part           switching, W  internal (W)  total [W]  leakage (nW)
registers          0.000976       0.00569    0.00666          13.1
logic              0.000888       0.00100    0.00189          10.6
clock network       0.00209       0.00298    0.00507          1.93
total               0.00395       0.00967     0.0136          25.7
-- layer usage --
layer	vias to the layer above	GRT usage	wire, um
met5	-	0.0222	464
met4	26	0.233	21200
met3	1408	0.277	47100
met2	4122	0.543	103000
met1	22200	0.523	90500
li1	16900	-	-
Power figures rest on the tool's default switching activity, not on a simulated workload.
